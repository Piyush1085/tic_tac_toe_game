==> flow/design.v <==
module tic_tac_toe_game(
     input clock,  
     input reset,  
     input play,  
     input pc,  
     input [3:0] computer_position,player_position,  
	  output wire [1:0] pos1,pos2,pos3,pos4,pos5,pos6,pos7,pos8,pos9,
     output wire[1:0]who  
     );
	  wire [15:0] PC_en; 
     wire [15:0] PL_en;  
     wire illegal_move;  
     wire win;  
     wire computer_play;  
     wire player_play;  
     wire no_space;  
     position_registers position_reg_unit(
      clock,  
      reset,  
      illegal_move,  
      PC_en[8:0],  
      PL_en[8:0],  
      pos1,pos2,pos3,pos4,pos5,pos6,pos7,pos8,pos9 
      );
     winner_detector win_detect_unit(pos1,pos2,pos3,pos4,pos5,pos6,pos7,pos8,pos9,win,who);
     position_decoder pd1(computer_position,computer_play,PC_en);
     position_decoder pd2(player_position,player_play,PL_en); 
     illegal_move_detector imd_unit(
     pos1,pos2,pos3,pos4,pos5,pos6,pos7,pos8,pos9, 
     PC_en[8:0], PL_en[8:0], 
     illegal_move
     );
     nospace_detector nsd_unit(
       pos1,pos2,pos3,pos4,pos5,pos6,pos7,pos8,pos9, 
       no_space
       ); 
     fsm_controller tic_tac_toe_controller(
       clock, 
       reset, 
		 play,  
       pc, 
       illegal_move, 
       no_space,  
       win,  
       computer_play,  
       player_play  
       );
endmodule
module position_registers(
      input clock,  
      input reset,  
      input illegal_move,  
      input [8:0] PC_en,  
      input [8:0] PL_en,  
      output reg[1:0] pos1,pos2,pos3,pos4,pos5,pos6,pos7,pos8,pos9 
      );
		always @(posedge clock or posedge reset)
      begin
       if(reset) 
         pos1 <= 2'b00;
       else begin
         if(illegal_move==1'b1)
            pos1 <= pos1; 
         else if(PC_en[0]==1'b1)
            pos1 <= 2'b10;  
         else if (PL_en[0]==1'b1)
            pos1 <= 2'b01; 
       else 
         pos1 <= pos1; 
      end 
	end
 always @(posedge clock or posedge reset)
 begin
  if(reset) 
   pos2 <= 2'b00;
  else begin
   if(illegal_move==1'b1)
    pos2 <= pos2; 
   else if(PC_en[1]==1'b1)
    pos2 <= 2'b10;  
   else if (PL_en[1]==1'b1)
    pos2 <= 2'b01; 
   else 
    pos2 <= pos2; 
  end 
 end 
 always @(posedge clock or posedge reset)
 begin
  if(reset) 
   pos3 <= 2'b00;
  else begin
   if(illegal_move==1'b1)
    pos3 <= pos3; 
   else if(PC_en[2]==1'b1)
    pos3 <= 2'b10;  
   else if (PL_en[2]==1'b1)
    pos3 <= 2'b01; 
   else 
    pos3 <= pos3; 
  end 
 end 
 always @(posedge clock or posedge reset)
 begin
  if(reset) 
   pos4 <= 2'b00;
  else begin
   if(illegal_move==1'b1)
    pos4 <= pos4; 
   else if(PC_en[3]==1'b1)
    pos4 <= 2'b10;  
   else if (PL_en[3]==1'b1)
    pos4 <= 2'b01; 
   else 
    pos4 <= pos4; 
  end 
 end 
 always @(posedge clock or posedge reset)
 begin
  if(reset) 
   pos5 <= 2'b00;
  else begin
   if(illegal_move==1'b1)
    pos5 <= pos5; 
   else if(PC_en[4]==1'b1)
    pos5 <= 2'b10;  
   else if (PL_en[4]==1'b1)
    pos5 <= 2'b01; 
   else 
    pos5 <= pos5; 
  end 
 end 
 always @(posedge clock or posedge reset)
 begin
  if(reset) 
   pos6 <= 2'b00;
  else begin
   if(illegal_move==1'b1)
    pos6 <= pos6; 
   else if(PC_en[5]==1'b1)
    pos6 <= 2'b10;  
   else if (PL_en[5]==1'b1)
    pos6 <= 2'b01; 
   else 
    pos6 <= pos6; 
  end 
 end
 always @(posedge clock or posedge reset)
 begin
  if(reset) 
   pos7 <= 2'b00;
  else begin
   if(illegal_move==1'b1)
    pos7 <= pos7; 
   else if(PC_en[6]==1'b1)
    pos7 <= 2'b10;  
   else if (PL_en[6]==1'b1)
    pos7 <= 2'b01; 
   else 
    pos7 <= pos7; 
  end 
 end
 always @(posedge clock or posedge reset)
 begin
  if(reset) 
   pos8 <= 2'b00;
  else begin
   if(illegal_move==1'b1)
    pos8 <= pos8; 
   else if(PC_en[7]==1'b1)
    pos8 <= 2'b10;  
   else if (PL_en[7]==1'b1)
    pos8 <= 2'b01; 
   else 
    pos8 <= pos8; 
  end 
 end
 always @(posedge clock or posedge reset)
 begin
  if(reset) 
   pos9 <= 2'b00;
  else begin
   if(illegal_move==1'b1)
    pos9 <= pos9; 
   else if(PC_en[8]==1'b1)
    pos9 <= 2'b10;  
   else if (PL_en[8]==1'b1)
    pos9 <= 2'b01; 
   else 
    pos9 <= pos9; 
  end 
 end  
endmodule 
module fsm_controller(
     input clock, 
     input reset, 
     play,  
     pc, 
     illegal_move, 
     no_space,  
     win,  
     output reg computer_play,  
     player_play  
     );
parameter IDLE=2'b00;
parameter PLAYER=2'b01;
parameter COMPUTER=2'b10;
parameter GAME_DONE=2'b11;
reg[1:0] current_state, next_state;
always @(posedge clock or posedge reset) 
begin 
 if(reset)
  current_state <= IDLE;
 else 
  current_state <= next_state;
end
always @(*)
 begin
 case(current_state)
 IDLE: begin 
  if(reset==1'b0 && play == 1'b1)
   next_state <= PLAYER;  
  else 
   next_state <= IDLE;
  player_play <= 1'b0;
  computer_play <= 1'b0;
 end 
 PLAYER:begin 
  player_play <= 1'b1;
  computer_play <= 1'b0;
  if(illegal_move==1'b0)
   next_state <= COMPUTER;  
  else 
   next_state <= IDLE;
 end 
 COMPUTER:begin 
  player_play <= 1'b0;
  if(pc==1'b0) begin 
   next_state <= COMPUTER;
   computer_play <= 1'b0;
  end
  else if(win==1'b0 && no_space == 1'b0)
  begin 
   next_state <= IDLE;
   computer_play <= 1'b1; 
  end 
  else if(no_space == 1 || win ==1'b1)
  begin 
   next_state <= GAME_DONE;  
   computer_play <= 1'b1; 
  end  
 end 
 GAME_DONE:begin  
  player_play <= 1'b0;
  computer_play <= 1'b0; 
  if(reset==1'b1) 
   next_state <= IDLE; 
  else 
   next_state <= GAME_DONE;  
 end 
 default: next_state <= IDLE; 
 endcase
 end
endmodule
module nospace_detector(
   input [1:0] pos1,pos2,pos3,pos4,pos5,pos6,pos7,pos8,pos9, 
   output wire no_space
    );
wire temp1,temp2,temp3,temp4,temp5,temp6,temp7,temp8,temp9;
assign temp1 = pos1[1] | pos1[0];
assign temp2 = pos2[1] | pos2[0];
assign temp3 = pos3[1] | pos3[0];
assign temp4 = pos4[1] | pos4[0];
assign temp5 = pos5[1] | pos5[0];
assign temp6 = pos6[1] | pos6[0];
assign temp7 = pos7[1] | pos7[0];
assign temp8 = pos8[1] | pos8[0];
assign temp9 = pos9[1] | pos9[0];
assign no_space =((((((((temp1 & temp2) & temp3) & temp4) & temp5) & temp6) & temp7) & temp8) & temp9);
endmodule
module illegal_move_detector(
   input [1:0] pos1,pos2,pos3,pos4,pos5,pos6,pos7,pos8,pos9, 
   input [8:0] PC_en, PL_en, 
   output wire illegal_move
   );
wire temp1,temp2,temp3,temp4,temp5,temp6,temp7,temp8,temp9;
wire temp11,temp12,temp13,temp14,temp15,temp16,temp17,temp18,temp19;
wire temp21,temp22;
assign temp1 = (pos1[1] | pos1[0]) & PL_en[0];
assign temp2 = (pos2[1] | pos2[0]) & PL_en[1];
assign temp3 = (pos3[1] | pos3[0]) & PL_en[2];
assign temp4 = (pos4[1] | pos4[0]) & PL_en[3];
assign temp5 = (pos5[1] | pos5[0]) & PL_en[4];
assign temp6 = (pos6[1] | pos6[0]) & PL_en[5];
assign temp7 = (pos7[1] | pos7[0]) & PL_en[6];
assign temp8 = (pos8[1] | pos8[0]) & PL_en[7];
assign temp9 = (pos9[1] | pos9[0]) & PL_en[8];
assign temp11 = (pos1[1] | pos1[0]) & PC_en[0];
assign temp12 = (pos2[1] | pos2[0]) & PC_en[1];
assign temp13 = (pos3[1] | pos3[0]) & PC_en[2];
assign temp14 = (pos4[1] | pos4[0]) & PC_en[3];
assign temp15 = (pos5[1] | pos5[0]) & PC_en[4];
assign temp16 = (pos6[1] | pos6[0]) & PC_en[5];
assign temp17 = (pos7[1] | pos7[0]) & PC_en[6];
assign temp18 = (pos8[1] | pos8[0]) & PC_en[7];
assign temp19 = (pos9[1] | pos9[0]) & PC_en[8];
assign temp21 =((((((((temp1 | temp2) | temp3) | temp4) | temp5) | temp6) | temp7) | temp8) | temp9);
assign temp22 =((((((((temp11 | temp12) | temp13) | temp14) | temp15) | temp16) | temp17) | temp18) | temp19);
assign illegal_move = temp21 | temp22 ;
endmodule 
module position_decoder(input[3:0] in, input enable, output wire [15:0] out_en);
 reg[15:0] temp1;
 assign out_en = (enable==1'b1)?temp1:16'd0;
 always @(*)
 begin
 case(in)
 4'd0: temp1 <= 16'b0000000000000001;
 4'd1: temp1 <= 16'b0000000000000010; 
 4'd2: temp1 <= 16'b0000000000000100;
 4'd3: temp1 <= 16'b0000000000001000;
 4'd4: temp1 <= 16'b0000000000010000;
 4'd5: temp1 <= 16'b0000000000100000;
 4'd6: temp1 <= 16'b0000000001000000;
 4'd7: temp1 <= 16'b0000000010000000;
 4'd8: temp1 <= 16'b0000000100000000;
 4'd9: temp1 <= 16'b0000001000000000;
 4'd10: temp1 <= 16'b0000010000000000;
 4'd11: temp1 <= 16'b0000100000000000;
 4'd12: temp1 <= 16'b0001000000000000;
 4'd13: temp1 <= 16'b0010000000000000;
 4'd14: temp1 <= 16'b0100000000000000;
 4'd15: temp1 <= 16'b1000000000000000;
 default: temp1 <= 16'b0000000000000001; 
 endcase 
end 
endmodule 
module winner_detector(input [1:0] pos1,pos2,pos3,pos4,pos5,pos6,pos7,pos8,pos9, output wire winner, output wire [1:0]who);
wire win1,win2,win3,win4,win5,win6,win7,win8;
wire [1:0] who1,who2,who3,who4,who5,who6,who7,who8;
winner_detect_3 u1(pos1,pos2,pos3,win1,who1); 
winner_detect_3 u2(pos4,pos5,pos6,win2,who2); 
winner_detect_3 u3(pos7,pos8,pos9,win3,who3); 
winner_detect_3 u4(pos1,pos4,pos7,win4,who4); 
winner_detect_3 u5(pos2,pos5,pos8,win5,who5); 
winner_detect_3 u6(pos3,pos6,pos9,win6,who6); 
winner_detect_3 u7(pos1,pos5,pos9,win7,who7); 
winner_detect_3 u8(pos3,pos5,pos6,win8,who8); 
assign winner = (((((((win1 | win2) | win3) | win4) | win5) | win6) | win7) | win8);
assign who = (((((((who1 | who2) | who3) | who4) | who5) | who6) | who7) | who8);
endmodule
module winner_detect_3(input [1:0] pos0,pos1,pos2, output wire winner, output wire [1:0]who);
wire [1:0] temp0,temp1,temp2;
wire temp3;
assign temp0[1] = !(pos0[1]^pos1[1]);
assign temp0[0] = !(pos0[0]^pos1[0]);
assign temp1[1] = !(pos2[1]^pos1[1]);
assign temp1[0] = !(pos2[0]^pos1[0]);
assign temp2[1] = temp0[1] & temp1[1];
assign temp2[0] = temp0[0] & temp1[0];
assign temp3 = pos0[1] | pos0[0];
assign winner = temp3 & temp2[1] & temp2[0];
assign who[1] = winner & pos0[1];
assign who[0] = winner & pos0[0];
endmodule
==> flow/run.sh <==
#!/bin/bash
# OpenROAD 26Q1-2900-gdf79404cd8, Yosys 0.63+post, stock flow scripts
make -C /OpenROAD-flow-scripts/flow DESIGN_CONFIG=/design/flow/config.mk WORK_HOME=/design/flow/orfs finish
==> flow/config.mk <==
export PLATFORM = sky130hd
export DESIGN_NAME = tic_tac_toe_game
export DESIGN_NICKNAME = tic_tac_toe_game
export VERILOG_FILES = /design/flow/design.v
export SDC_FILE = /design/flow/constraint.sdc
export NUM_CORES = 4
export LEC_CHECK = 1
export CORE_UTILIZATION = 40
==> flow/constraint.sdc <==
current_design tic_tac_toe_game

set clk_period 3.0
set clk_io_pct 0.2

create_clock -name clk0 -period $clk_period [get_ports {clock}]

set non_clock_inputs [all_inputs -no_clocks]
set_input_delay [expr $clk_period * $clk_io_pct] -clock clk0 $non_clock_inputs
set_output_delay [expr $clk_period * $clk_io_pct] -clock clk0 [all_outputs]
==> flow_metrics.env <==
# source this file to load flow results
export IMPL_core_area_mm2=0.00380
export IMPL_cts_tree="built"
export IMPL_ys_warn_count=3
export IMPL_die_height_um=66.0
export IMPL_numPortBuffers=31
export IMPL_crit_arrival_ns=2.31
export IMPL_wirelength_um=4760
export IMPL_critPathKind="flop to primary output"
export IMPL_clockBufferDepth=2
export IMPL_avgSynthCellArea_um2=8.68
export IMPL_cts_buffers=3
export IMPL_gp_routability_congestion=0.917
export IMPL_powerDensity_mw_per_mm2=445
export IMPL_ant_nets=0
export IMPL_power_leakage_uw=0.000942
export IMPL_antenna_found_initial=0
export IMPL_grt_max_degree=23
export IMPL_via_per_inst=6.14
export IMPL_syn_inst=189
export IMPL_cp_num_buf_inv=1
export IMPL_yosysCellCount=189
export IMPL_whs_ns=0.565
export IMPL_yosysUniqueCellTypes=54
export IMPL_untimed_endpoints=3
export IMPL_setup_violations=0
export IMPL_setup_ws_ns=0.0931
export IMPL_cts_root_buffer="clkbuf_8"
export IMPL_drv_slew=0
export IMPL_lay_top_count="clkdlybuf4s50_1"
export IMPL_chip_area_mm2=0.00436
export IMPL_unclocked_regs=3
export IMPL_placed_area_mm2=0.00200
export IMPL_tns_ns=0
export IMPL_num_fill_cells=338
export IMPL_first_pass_iters=4
export IMPL_outcome="complete, no violations"
export IMPL_ff_type="dfrtp_1"
export IMPL_fp_utilization_pct=43.2
export IMPL_ys_flops=23
export IMPL_grt_usage_pct=24.0
export IMPL_reg2reg_slack_ns=0.56
export IMPL_grt_pass1_vias=1511
export IMPL_edf_count=0
export IMPL_fin_crit_sh_pct=96.9
export IMPL_tool_warnings=25
export IMPL_rsz0062_at_grt="no"
export IMPL_cp_top_family="simple AND/OR/NAND/NOR gates"
export IMPL_drc_errors=0
export IMPL_clk_pin_slew_ns=0.07
export IMPL_synth_cell_area_mm2=0.00164
export IMPL_async_flop_share_pct=87.0
export IMPL_max_freq_mhz=344
export IMPL_ir_drop_mv=0.190
export IMPL_boundaryPins=32
export IMPL_grt_pass1_wl_um=7620
export IMPL_crit_required_ns=2.40
export IMPL_route_antenna_diode_count=0
export IMPL_rows=22
export IMPL_htree_levels=1
export IMPL_fin_crit_ns=2.91
export IMPL_tightestPinTransition_ns=0.807
export IMPL_ctsHoldBuffers=0
export IMPL_crit_fanout=7
export IMPL_wl_met1_um=2170
export IMPL_wl_per_cell_um=17.2
export IMPL_highest_layer="met4"
export IMPL_cp_cell_sequence="and3_1 -> o22ai_2 -> a21oi_1 -> or3_4 -> a221o_1 -> clkdlybuf4s50_1"
export IMPL_hold_viol_final=0
export IMPL_max_stage_delay_ns=0.45
export IMPL_max_slew_margin_pct=46.2
export IMPL_die_x_um=66.0
export IMPL_crit_slowest_cell="dfrtp_2"
export IMPL_dp_slack_ns=-0.0377
export IMPL_end_kind="primary output"
export IMPL_vias=1696
export IMPL_max_cap_violations=0
export IMPL_clock_latency_ns=0.25
export IMPL_hp_class="flop to flop"
export IMPL_drive_above_1_share_pct=18.9
export IMPL_drtIter0Drc=95
export IMPL_crit_path_start_kind="flop"
export IMPL_route_met2_wl_um=2200
export IMPL_area_delta_synth_final_pct=29.5
export IMPL_yosys_area_mm2=0.00164
export IMPL_layout_top_cells="clkdlybuf4s50_1, buf_4, nor3_1"
export IMPL_route_met3_wl_um=332
export IMPL_gr_total_overflow=0
export IMPL_dp_hpwl_um=3560
export IMPL_final_area_mm2=0.00212
export IMPL_finClkSkew_ns=0.00742
==> Yosys cell counts (3+ instances only) <==
cell type,n,share of area [%]
dlxtn_1,3,2.7
nor3_1,14,4.3
a31oi_1,5,1.9
nand2b_1,4,1.5
nor2_1,13,3.0
clkbuf_1,5,1.1
a21oi_1,4,1.2
o21bai_1,4,1.8
o21ai_0,6,1.8
a41oi_1,4,2.1
nand3_1,9,2.7
nor2b_1,6,2.3
and3_1,11,4.2
inv_1,6,1.4
nand2_1,11,2.5
buf_2,5,1.5
or3_1,4,1.5
buf_6,3,2.1
dfrtp_1,20,31
a41o_1,5,3.1
==> metrics by stage <==
step	util, %	total power [uW]	std cells
floorplan	-	570	191
global placement	52.7	735	265
CTS	54.0	913	268
finish	55.9	946	276
detailed placement	52.7	740	265
global route	55.9	1010	276
==> per-layer routing <==
metal,vias to the layer above,GRT usage (%)
met2,76,36.6
met5,-,0
met1,821,39.0
met4,0,2.66
li1,793,-
met3,6,2.45
==> final timing paths <==
| path | from | to | depth (start not counted) |
|---|---|---|---|
| max in group asynchronous | reset | position_reg_unit.pos9[0] | 2 |
| min in group asynchronous | reset | position_reg_unit.pos2[0] | 2 |
| max | position_reg_unit.pos1[0] | who[0] | 6 |
| min reg2reg | position_reg_unit.pos1[1] | position_reg_unit.pos1[1] | 1 |
| min | position_reg_unit.pos1[1] | position_reg_unit.pos1[1] | 1 |
| max reg2reg | tic_tac_toe_controller.current_state[0] | tic_tac_toe_controller.current_state[1] | 10 |
==> power breakdown <==
part,switching [uW],internal [uW]
sequential,86.4,314
clock,80.0,89.1
combinational,154,223
total,320,626
==> worst register-to-register path, cell delays in order, from the launching register on <==
cell and delay (ns):
dfrtp_1 0.40, nand2b_1 0.17, nor2_1 0.05, dlxtn_1 0.23, nor2b_1 0.15, nor2b_1 0.15
o31a_1 0.14, a211oi_4 0.35, nand2_2 0.18, o221ai_1 0.23, dlxtn_1 0.35
==> final cells by class <==
type	count	area [um2]	area share, %
Tap cell	48	60.1	2.83
Multi-Input combinational cell	147	1000	47.1
Clock buffer	3	41.3	1.94
Sequential cell	23	554	26.1
Inverter	6	22.5	1.06
Timing Repair Buffer	49	445	21.0
==> logic make-up after synthesis <==
logic type	synth area share [%]
multiplexers	2.75
latches	2.75
AND-OR/OR-AND	23.3
AND/OR/NAND/NOR	33.4
other	0.229
buffers and inverters	7.02
flip-flops	30.5
==> timing repair <==
item                       4_1_cts  5_1_grt
pin swaps                        0        1
resized                          4        6
setup buffers                    0        8
setup endpoints to repair        2        3
hold endpoints to repair         0        0
Power is estimated from default activity; no workload was simulated.
